### flow/run.sh
#!/bin/bash
# OpenROAD 26Q1-2900-gdf79404cd8, Yosys 0.63+post, stock flow scripts
make -C /OpenROAD-flow-scripts/flow DESIGN_CONFIG=/design/flow/config.mk WORK_HOME=/design/flow/orfs finish
### flow/config.mk
export PLATFORM = sky130hd
export DESIGN_NAME = HierarchicalCLA32Bit
export DESIGN_NICKNAME = HierarchicalCLA32Bit
export VERILOG_FILES = /design/flow/design.v
export SDC_FILE = /design/flow/constraint.sdc
export NUM_CORES = 4
export LEC_CHECK = 1
export CORE_AREA = 10 10 98 98
export DIE_AREA = 0 0 108 108
### flow/constraint.sdc
current_design HierarchicalCLA32Bit

set clk_period 8.3
set clk_io_pct 0.2

create_clock -name clk0 -period $clk_period

set non_clock_inputs [all_inputs -no_clocks]
set_input_delay [expr $clk_period * $clk_io_pct] -clock clk0 $non_clock_inputs
set_output_delay [expr $clk_period * $clk_io_pct] -clock clk0 [all_outputs]
### flow/design.v
module CarryLookaheadUnit(Ci,A,B,S,G,P);
	parameter n = 8;
	input Ci;
	input [n-1:0] A, B;
	output G, P;
	output [n-1:0] S;
	wire [n:0] c, g;
	wire [n-1:0] p;
	assign g[0] = c[0];
	assign c[0] = Ci;
	genvar k;
	generate
		for(k=0; k<n; k=k+1)
		begin: pg
			and(g[k+1], A[k], B[k]);
			or(p[k], A[k], B[k]);
		end
	endgenerate
	genvar i;
	generate
		for(i=1; i<= n; i=i+1)
		begin: Stages
			wire [i:0]w;
			assign c[i] = |w;
			assign w[i] = g[i];
			genvar j;
			for(j=0; j<i; j=j+1)
			begin: Carry_in_Stage
				assign w[j] = (&p[i-1:j])&g[j];
			end
		end
	endgenerate
	generate
		wire[n:1] b;
		assign G = |b;
		assign b[n] = g[n];
		genvar j;
		for(j=1; j<n; j=j+1)
		begin: Ca1rry_in_Stage
			assign b[j] = (&p[n-1:j])&g[j];
		end
		assign P = (&p)&c[0];
	endgenerate
	genvar r;
	generate
		for(r=0; r<n; r=r+1)
		begin: sum
			assign S[r] = A[r] ^ B[r] ^ c[r];
		end
	endgenerate
endmodule
module HierarchicalCLA32Bit(Cin,A,B,S,Cout);
	parameter n = 4;
	parameter m = 8;
	input Cin;
	input [(n*m)-1:0] A,B;
	output [(n*m)-1:0] S;
	output Cout;
	wire[n:0] c, g;
	wire [n-1:0] p;
	assign c[0] = Cin;
	assign g[0] = c[0];
	genvar i, j;
	generate
		for(i=1; i<=n; i=i+1)
		begin: Carry_Between_Stages
			wire [i:0] w;
			assign w[i] = g[i];
			for(j=0; j<i; j=j+1)
			begin: Carry_Blocks
				assign w[j] = (&p[i-1:j])&g[j];
			end
			assign c[i] = |w;
		end
	endgenerate
	genvar k;
	generate
		for(k=0; k< n; k=k+1)
		begin: blocks
			wire [m-1:0] a, b, s;
			assign a[m-1:0] = A[((k+1)*m)-1:k*m];
			assign b[m-1:0] = B[((k+1)*m)-1:k*m];
			wire gg, pp;
			CarryLookaheadUnit CLA1(c[k], a[m-1:0], b[m-1:0], s[m-1:0], gg, pp);
			assign S[((k+1)*m)-1:k*m] = s[m-1:0];
			assign g[k+1] = gg;
			assign p[k] = pp;
		end
	endgenerate
	assign Cout = c[n];
endmodule
==> run summary <==
RSZ-0062 raised after global routing: false
final core occ: 0.412
drc violations: 0
Ant. Diodes: 0
total number of vias: 1931
vias per inst: 4.05
WHS Path Cells: 5
Warnings, synthesis: 0
min cycle time layout: 6.66 ns
HPWL Detailed: 4930 um
Startpoint Class: primary input
TritonRoute pass-1 iters: 4
1st-iter DRT viols: 44
warning total across the stage logs: 68
slew margin rel.: 0.703
Final Hold Viols: 0
Area Overhead vs Synth: 54.3%
DIE WIDTH: 108 um
Max VDD drop: 0.0000292 V
yosys cell count: 277
Maximum Capacitance Violations: 0
CP Class: primary input to output pin
fin crit share: 0.802
drt wl/cell: 10.8 um
cts repair resizes: 0
Hold Startpoint: B[9]
class of the worst hold path: primary input to output pin
WL final: 5130 um
initial antenna violation count: 0
yosys stat area: 2040 sq um
fillers: 773
GR Overflow Total: 0
global-route wire length before repair: 8410 um
Port Buf Inserts: 98
Fmax: 0.150 GHz
Gate Area: 1720 sq um
die height: 108 um
P_leak: 1.60 nW
clock buf count: 0
post-CTS setup buffer count: 0
PwrDens: 65.3 nW/um^2
syn avg cell area: 7.38 sq um
Mapped Cells: 277
Total Routing Usage GR: 0.0849
worst setup path startpoint: A[1]
Storage cell area: 0 sq um
Setup-failing EPs final: 0
number of hold buffers added after cts: 0
largest net degree at the start of global routing: 6
status: completed
sequential area share after synthesis: 0
Die Area: 11700 sq um
post-synth cell types: 41
synthesized cell area: 2040 sq um
I/O pin count: 98
flip-flops: 0
share of cells above drive strength 1: 0.0453
actual slew at the worst max-slew pin: 0.441 ns
Final GP Congestion: 0.821
Initial Util: 0.267
setup tns final: 0 ns
Final Max Slew Viols: 0
element type at the critical path end: output pin
Antenna Nets Post-Route: 0
worst endpoint data arrival time: 5.00 ns
Cell Rows: 32
critical path data required time: 6.64 ns
crit-path max FO: 3
vias in the first global route: 1855
core area: 7650 sq um
## final cells by class
cell class,count,area share
Tap cell,102,0.0405
Multi-Input combinational cell,190,0.545
Timing Repair Buffer,98,0.311
Inverter,87,0.104
## worst max-delay path, stage by stage
cell and delay (ns):
clkdlybuf4s50_1 0.48, inv_1 0.05, ha_1 0.23, nor3b_1 0.29, a221oi_2 0.11, a2111o_1 0.43
a21oi_2 0.22, nand2_1 0.07, and3_1 0.22, o41ai_1 0.35, fa_1 0.48, clkdlybuf4s50_1 0.42
## cells in the mapped netlist
library cell	n	area, sq um
o311ai_2	1	16.3
ha_1	64	801
a221oi_2	1	15.0
nor3_1	5	25.0
o221a_2	1	11.3
or3_1	1	6.26
mux2i_1	1	10.0
o311a_1	1	10.0
a21oi_2	5	43.8
o21ba_2	1	10.0
a221o_2	1	11.3
nor2_1	20	75.1
inv_1	86	323
a31oi_1	1	6.26
nand2b_1	5	31.3
inv_2	1	3.75
o21a_1	1	7.51
a21o_1	1	7.51
and3_1	2	12.5
nor2_2	1	6.26
or4_1	1	7.51
or2_2	1	6.26
xor2_1	13	114
nand2_1	8	30.0
and2_1	1	6.26
xnor2_1	13	114
o21ai_2	1	8.76
fa_1	4	80.1
o211ai_1	3	22.5
nor3b_2	1	12.5
o21ai_1	2	10.0
o21ai_0	2	10.0
a2111o_1	1	11.3
a21oi_1	15	75.1
o22ai_1	1	6.26
o41ai_1	1	8.76
nor3b_1	1	7.51
o41ai_4	1	27.5
o31ai_2	1	12.5
nor4_1	5	31.3
nor4b_1	1	8.76
## cells by family after synthesis
family,Yosys count,share of synthesized area
adders and majority gates,68,0.431
buffers and inverters,87,0.160
muxes,1,0.00490
AOI/OAI and AO/OA,42,0.162
and+or+nand+nor,53,0.130
xor gates and xnor gates,26,0.111
## routing by layer
metal | part of all wire | routed length (um) | GRT usage | vias up
met5 | 0 | 0 | 0 | -
met4 | 0 | 0 | 0 | 0
met3 | 0.072 | 372 | 0.0205 | 0
li1 | - | - | - | 1070
met2 | 0.46 | 2350 | 0.142 | 48
met1 | 0.47 | 2410 | 0.115 | 813
## stage by stage
stage	cells	power (mW)	setup WS, ns	area, sq um	hold slack [ns]
5_1_grt	477	0.232	1.31	3150	4.44
4_1_cts	477	0.212	1.56	3150	4.40
2_1_floorplan	277	0.0855	2.83	2040	3.43
3_3_place_gp	477	0.210	1.65	3150	4.39
6_report	477	0.206	1.64	3150	4.39
3_5_place_dp	477	0.210	1.56	3150	4.40
## worst paths after layout
| path | to | slack [ns] |
|---|---|---|
| min | S[9] | 4.39 |
| max | S[24] | 1.64 |
## cells in the final DEF, fill, tap and decap left out, types with 8 or more instances in the layout
cell type        instances
clkdlybuf4s50_1         98
inv_1                   86
ha_1                    64
nor2_1                  20
a21oi_1                 15
xnor2_1                 13
xor2_1                  13
nand2_1                  8
## power breakdown
group	total [mW]	switching, mW	internal [mW]	leakage (nW)
Combinational	0.206	0.0727	0.133	1.60
Clock	0	0	0	0
Sequential	0	0	0	0
Total	0.206	0.0727	0.133	1.60
Power is estimated from default activity; no workload was simulated.
