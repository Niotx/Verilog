## flow/design.v

```verilog
module ex1(A, B, Reset, Clock, Sum);
	input [7:0] A, B;
	input Reset, Clock;
	output wire [7:0] Sum;
	reg [3:0] Count;
	reg s, p_state, n_state;
	wire [7:0] a, b;
	wire Run;
	parameter G=1'b0, H=1'b1;
	shiftrne shift_A (A, Reset, 1'b1, 1'b0, Clock, a);
	shiftrne shift_B (B, Reset, 1'b1, 1'b0, Clock, b);
	shiftrne shift_Sum (8'b00000000, Reset, Run, s, Clock, Sum);
	always @(a, b, p_state)
		case (p_state)
			G: begin
			s = a[0]^b[0];
			if (a[0] & b[0]) n_state = H;
			else n_state = G;
			end
			H: begin
			s = a[0]~^b[0];
			if ( ~a[0] & ~b[0]) n_state = G;
			else n_state = H;
			end
			default: n_state = H;
		endcase
	always @(posedge Clock)
		if (!Reset) p_state <= G;
		else p_state <= n_state;
	always @(posedge Clock) 
		if (!Reset)  Count = 8;
		else if (Run) Count = Count-1;
	assign Run =| Count;
endmodule
module shiftrne (R, L, E, w, Clock, Q);
	parameter n = 8;
	input [n-1:0] R;
	input L, E, w, Clock;
	output reg [n-1:0] Q;
	integer k;
	always @(posedge Clock)
		if (L)
			Q <= R;
		else if (E)
		begin
		for (k = n-1; k > 0; k = k -1) 
			Q[k- 1]<=Q[k];
			Q[n -1]<=w; 
		end
endmodule
```

## flow/run.sh

```bash
#!/bin/bash
# OpenROAD 26Q1-2900-gdf79404cd8, Yosys 0.63+post, stock flow scripts
make -C /OpenROAD-flow-scripts/flow DESIGN_CONFIG=/design/flow/config.mk WORK_HOME=/design/flow/orfs finish
```

## flow/config.mk

```make
export PLATFORM = sky130hd
export DESIGN_NAME = ex1
export DESIGN_NICKNAME = ex1
export VERILOG_FILES = /design/flow/design.v
export SDC_FILE = /design/flow/constraint.sdc
export NUM_CORES = 4
export LEC_CHECK = 1
export CORE_AREA = 10 10 95 95
export DIE_AREA = 0 0 105 105
```

## flow/constraint.sdc

```tcl
current_design ex1

set clk_period 2.7
set clk_io_pct 0.2

create_clock -name clk0 -period $clk_period [get_ports {Clock}]

set non_clock_inputs [all_inputs -no_clocks]
set_input_delay [expr $clk_period * $clk_io_pct] -clock clk0 $non_clock_inputs
set_output_delay [expr $clk_period * $clk_io_pct] -clock clk0 [all_outputs]
```

==> out/results.txt <==
status: finished clean
Area growth syn-to-layout: 44.5%
critical path type: reg -> out
final slew viol count: 0
Max-slew headroom: 79.4%
fillers: 756
Least-Margin Pin Slew: 0.308 ns
Post-synth regs: 29
# IOs: 26
Startpoint Class: flip-flop
Setup Buffers After CTS: 0
R2R depth: 5
Max clock buf depth: 2
Routed WL: 2140 um
Vias: 689
Final setup viols: 0
DR iter-0 viols: 30
max-capacitance violation count: 0
Fin. Hold Viols: 0
IO Port Bufs: 25
pin count of the biggest net entering global routing: 31
RD Place Congestion: 0.723
Synth Warn #: 2
crit path time final: 1.64 ns
CTS tree: built
RSZ-0062 raised after global routing: false
CTS clk-pin slew, worst paths: 0.06 ns
tool warning count: 27
peak fanout along the critical path: 3
Die H: 105 um
Post-DP Area: 0.00146 mm^2
vias in the first global route: 769
Post-synth seq share: 53.2%
core region area: 0.00691 mm^2
Mapped Area: 0.00109 mm^2
DR vias/cell: 3.16
Worst Setup End Kind: output pin
H-tree depth: 2
clock sink total: 29
global-route wire length before repair: 3730 um
crit path buf inv count: 1
Max IR drop VDD: 0.000232 V
Top cells excl fill/tap: dfxtp_1 (29), clkdlybuf4s50_1 (25), mux2_2 (14), nand2b_1 (12), mux2i_1 (9)
CP Cell Sequence: clkdlybuf4s50_1
Yosys Instances: 91
Synth Instances: 91
drt wl/cell: 9.79 um
Worst Skew: 0.00570 ns
Final ANT Viol Nets: 0
CP peak stage delay: 0.48 ns
delay-heaviest family, CP: buffers and inverters
post_cts resized: 0
f_max: 610 MHz
DR pass1 iterations: 4
# diodes: 0
Tcrit/Tclk final: 60.7%
fp_density: 15.8%
design area: 0.00158 mm^2
total power: 1.21 mW
Critical Path AT: 1.10 ns
# DRC: 0
All-Layer GR Usage: 4.05%
hold path depth: 1
most frequent logic cell in the layout: dfxtp_1
Netlist cell types: 21
clk latency late pin: 0.27 ns
Crit path depth: 1
total negative setup slack: 0 ns
Critical Path RT: 2.16 ns
hold_buf cts: 0
slowest stage cell, crit path: clkdlybuf4s50_1
num rows: 30
HPWL Detailed: 1590 um
die area: 0.0110 mm^2
yosys stat area: 0.00109 mm^2
P per Cell Area: 767 mW/mm^2
cts bufs inserted: 5
antenna violations before repair: 0
mean area per synthesized cell: 12.0 um^2
Root Driver: clkbuf_8
worst min path class: reg -> reg
GRT overflow: 0
die span in x: 105 um
layout cells sized above 1: 19.7%
leakage power: 0.595 nW
power breakdown:
part | leakage (nW) | internal [mW] | switching [mW]
logic | 0.296 | 0.145 | 0.0827
clock network | 0.0585 | 0.300 | 0.149
registers | 0.241 | 0.490 | 0.0414
total | 0.595 | 0.936 | 0.273
synth_stat cells:
cell type	n	area, um^2
inv_1	5	18.8
xnor2_1	1	8.76
or4_1	1	7.51
o211a_1	1	10.0
clkbuf_1	1	3.75
xor2_1	1	8.76
nand2_1	2	7.51
nor3b_1	1	7.51
mux2i_1	9	90.1
ha_1	4	50.1
and2_1	2	12.5
mux2_2	14	158
buf_4	1	7.51
buf_2	2	10.0
a21oi_1	1	5.00
nand2b_1	12	75.1
or4b_1	1	10.0
o31ai_1	1	7.51
nor3_1	1	5.00
o211ai_1	1	7.51
dfxtp_1	29	581
final timing paths:
| path | start | to | slack (ns) |
|---|---|---|---|
| max | shift_Sum.Q[7] | Sum[7] | 1.06 |
| max reg2reg | Count[0] | shift_Sum.Q[5] | 1.35 |
| min reg2reg | shift_B.Q[5] | shift_B.Q[4] | 0.45 |
| min | shift_B.Q[5] | shift_B.Q[4] | 0.45 |
worst register-to-register path, cell delays in order (launching register included):
cell     delay (ns)
dfxtp_1        0.34
inv_1          0.08
ha_1           0.18
nor3b_2        0.23
buf_4          0.24
mux2i_1        0.21
area by class of cell:
| class | count | area (um^2) | area share, % |
|---|---|---|---|
| Timing Repair Buffer | 27 | 265 | 16.8 |
| Multi-Input combinational cell | 53 | 475 | 30.2 |
| Tap cell | 96 | 120 | 7.62 |
| Clock inverter | 1 | 30.0 | 1.90 |
| Inverter | 5 | 18.8 | 1.19 |
| Clock buffer | 7 | 86.3 | 5.48 |
| Sequential cell | 29 | 581 | 36.8 |
sequential cells by signal, indices dropped and copies added, names as in the netlist:
| register | cells |
|---|---|
| shift_B.Q | 8 |
| p_state | 1 |
| shift_A.Q | 8 |
| shift_Sum.Q | 8 |
| Count | 4 |
per-stage QoR:
step | worst slack [ns] | hold WS, ns | util [%] | std cells
after global placement | 0.897 | 0.437 | 21.1 | 210
after floorplan | 1.47 | 0.434 | - | 91
after CTS | 1.03 | 0.457 | 22.8 | 218
final | 1.06 | 0.453 | 22.8 | 218
after global routing | 0.993 | 0.469 | 22.8 | 218
after detailed placement | 0.894 | 0.443 | 21.1 | 210
logic make-up (layout without fill, tap and decap cells):
kind of cell               after synthesis  after routing  synth area share [%]
muxes                                   23             23                  22.7
xor gates and xnor gates                 2              2                  1.61
adders and majority gates                4              4                  4.59
and+or+nand+nor                         20             20                  11.5
DFF                                     29             29                  53.2
AOI/OAI and AO/OA                        4              4                  2.75
buffers and inverters                    9             40                  3.67
metal layers:
| layer | GRT usage, % | vias to the layer above | wire length [um] |
|---|---|---|---|
| li1 | - | 363 | - |
| met1 | 5.16 | 306 | 998 |
| met2 | 6.14 | 18 | 953 |
| met3 | 1.80 | 2 | 146 |
| met4 | 0.980 | 0 | 36 |
| met5 | 0 | - | 0 |
Power and IR drop assume default switching activity.
