--- constraint.sdc ---
current_design multiCS4_fullbasecell

set clk_period 5.1
set clk_io_pct 0.2

create_clock -name clk0 -period $clk_period

set non_clock_inputs [all_inputs -no_clocks]
set_input_delay [expr $clk_period * $clk_io_pct] -clock clk0 $non_clock_inputs
set_output_delay [expr $clk_period * $clk_io_pct] -clock clk0 [all_outputs]
--- design.v ---
module basecell_ha(f1_i, f2_i, b_i, sum_o, c_o);
  input f1_i, f2_i, b_i;
  output sum_o, c_o;
  wire pp;
  assign pp = f1_i & f2_i;
  HA adder(pp, b_i, sum_o, c_o);
endmodule 
module basecell_fa(f1_i, f2_i, b_i, c_i, sum_o, c_o);
  input f1_i, f2_i, b_i, c_i;
  output sum_o, c_o;
  wire pp;
  assign pp = f1_i & f2_i;
  FA adder(pp, b_i, c_i, sum_o, c_o);
endmodule 
module FA(A, B, Cin, S, Cout);
  input A, B, Cin;
  output S, Cout;
  wire ha_sum; 
  assign ha_sum = A ^ B;
  assign S =  ha_sum ^ Cin; 
  assign Cout = (A & B) | (ha_sum & Cin); 
endmodule
module HA(A, B, S, Cout);
  input A, B;
  output S, Cout;
  assign S = A ^ B;
  assign Cout = A & B;
endmodule 
module multiCS4_fullbasecell(factor1, factor2, product);
  input [3:0] factor1, factor2;
  output [7:0] product;
  wire [3:0] sum_vec[3:0];
  wire [3:0] carry_vec[3:0];
  basecell_fa bc00(factor1[0], factor2[0], 1'b0, 1'b0, sum_vec[0][0], carry_vec[0][0]);
  basecell_fa bc01(factor1[1], factor2[0], 1'b0, carry_vec[0][0], sum_vec[0][1], carry_vec[0][1]);
  basecell_fa bc02(factor1[2], factor2[0], 1'b0, carry_vec[0][1], sum_vec[0][2], carry_vec[0][2]);
  basecell_fa bc03(factor1[3], factor2[0], 1'b0, carry_vec[0][2], sum_vec[0][3], carry_vec[0][3]);
  basecell_fa bc10(factor1[0], factor2[1], sum_vec[0][1], 1'b0, sum_vec[1][0], carry_vec[1][0]);
  basecell_fa bc11(factor1[1], factor2[1], sum_vec[0][2], carry_vec[1][0], sum_vec[1][1], carry_vec[1][1]);
  basecell_fa bc12(factor1[2], factor2[1], sum_vec[0][3], carry_vec[1][1], sum_vec[1][2], carry_vec[1][2]);
  basecell_fa bc13(factor1[3], factor2[1], carry_vec[0][3], carry_vec[1][2], sum_vec[1][3], carry_vec[1][3]);
  basecell_fa bc20(factor1[0], factor2[2], sum_vec[1][1], 1'b0, sum_vec[2][0], carry_vec[2][0]);
  basecell_fa bc21(factor1[1], factor2[2], sum_vec[1][2], carry_vec[2][0], sum_vec[2][1], carry_vec[2][1]);
  basecell_fa bc22(factor1[2], factor2[2], sum_vec[1][3], carry_vec[2][1], sum_vec[2][2], carry_vec[2][2]);
  basecell_fa bc23(factor1[3], factor2[2], carry_vec[1][3], carry_vec[2][2], sum_vec[2][3], carry_vec[2][3]);
  basecell_fa bc30(factor1[0], factor2[3], sum_vec[2][1], 1'b0, sum_vec[3][0], carry_vec[3][0]);
  basecell_fa bc31(factor1[1], factor2[3], sum_vec[2][2], carry_vec[3][0], sum_vec[3][1], carry_vec[3][1]);
  basecell_fa bc32(factor1[2], factor2[3], sum_vec[2][3], carry_vec[3][1], sum_vec[3][2], carry_vec[3][2]);
  basecell_fa bc33(factor1[3], factor2[3], carry_vec[2][3], carry_vec[3][2], sum_vec[3][3], carry_vec[3][3]);
  assign product[0] = sum_vec[0][0];
  assign product[1] = sum_vec[1][0];
  assign product[2] = sum_vec[2][0];
  assign product[3] = sum_vec[3][0];
  assign product[4] = sum_vec[3][1];
  assign product[5] = sum_vec[3][2];
  assign product[6] = sum_vec[3][3];
  assign product[7] = carry_vec[3][3];
endmodule
module multiCS4_v1(factor1, factor2, product);
  input [3:0] factor1, factor2;
  output [7:0] product;
  wire [3:0] pproduct[3:0]; 
  wire [4:0] carrySave[2:0];
  wire [3:0] merging_vec[1:0]; 
  wire [1:0] carryProp;
  wire dummy;
  genvar i, j;
  for(i = 0; i < 4; i = i + 1)
    for(j = 0; j < 4; j = j + 1)
      begin
        assign  pproduct[i][j] = factor1[i] & factor2[j];
      end
	assign product[0] = pproduct[0][0];
	HA level0_0(pproduct[0][1], pproduct[1][0], product[1], carrySave[0][0]);
	HA level0_1(pproduct[0][2], pproduct[1][1], merging_vec[0][0], carrySave[0][1]);
	HA level0_2(pproduct[0][3], pproduct[1][2], merging_vec[0][1], carrySave[0][2]);
	HA level0_3(pproduct[1][3], pproduct[2][2], merging_vec[0][2], carrySave[0][3]);
	HA level0_4(pproduct[2][3], pproduct[3][2], merging_vec[0][3], carrySave[0][4]);
	FA level1_0(merging_vec[0][0], pproduct[2][0], carrySave[0][0], product[2], carrySave[1][0]);
	FA level1_1(merging_vec[0][1], pproduct[2][1], carrySave[0][1], merging_vec[1][0], carrySave[1][1]);
	FA level1_2(merging_vec[0][2], pproduct[3][1], carrySave[0][2], merging_vec[1][1], carrySave[1][2]);
	HA level1_3(merging_vec[0][3], carrySave[0][3], merging_vec[1][2], carrySave[1][3]);
	HA level1_4(pproduct[3][3], carrySave[0][4], merging_vec[1][3], carrySave[1][4]);
	FA level2_0(merging_vec[1][0], pproduct[3][0], carrySave[1][0], product[3], carrySave[2][0]);
	FA level2_1(merging_vec[1][1], carrySave[2][0], carrySave[1][1], product[4], carrySave[2][1]);
	FA level2_2(merging_vec[1][2], carrySave[2][1], carrySave[1][2], product[5], carrySave[2][2]);
	FA level2_3(merging_vec[1][3], carrySave[2][2], carrySave[1][3], product[6], carrySave[2][3]);
	HA level2_4(carrySave[1][4], carrySave[2][3], product[7], dummy);
endmodule
--- config.mk ---
export PLATFORM = sky130hd
export DESIGN_NAME = multiCS4_fullbasecell
export DESIGN_NICKNAME = multiCS4_fullbasecell
export VERILOG_FILES = /design/flow/design.v
export SDC_FILE = /design/flow/constraint.sdc
export NUM_CORES = 4
export LEC_CHECK = 1
export CORE_AREA = 10 10 70 70
export DIE_AREA = 0 0 80 80
--- run.sh ---
#!/bin/bash
# OpenROAD 26Q1-2900-gdf79404cd8, Yosys 0.63+post, stock flow scripts
make -C /OpenROAD-flow-scripts/flow DESIGN_CONFIG=/design/flow/config.mk WORK_HOME=/design/flow/orfs finish
==> Changelog: implementation <==
### Physical design

- Largest net degree at the start of global routing: 5
- Yosys cell count: 48
- Final Hold Fails: 0
- Pre-CTS WS: -1.06 ns
- Maximum capacitance violations: 0
- PwrDens: 94.4 nW/um2
- Fin crit period: 5.34 ns
- Ys Warns: 1
- Sequential cell area: 0 um2
- Die area: 6400 um2
- Failing checks: setup timing
- Synth-to-layout area growth: 57.9%
- Crit path DRT: 4.08 ns
- Total GRT Usage: 0.0324
- M3 GR Usage: 0.00341
- Final-layout clock buffer total: 0
- Vias/cell: between 2 and 3
- Io pins: 16
- Min-delay src: factor1[1]
- Seq share, synth: 0
- Wirelength per Cell: 8.03 um
- First-pass GRT wire length: around 1700 um
- DP HPWL: 841 um
- Ant. Diodes: 0
- CP endpoint kind: output pin
- Row count: 21
- Tightest Hold Check Type: in2out
- Port bufs: 16
- CP startpoint kind: input pin
- # DRC: 0
- Overflow after GRT: 0
- Total number of vias: 310
- Arrival @ worst endpoint: 4.32 ns
- Worst-Margin Slew: between 0.1 and 0.15 ns
- Core ar.: about 3400 um2
- Relative slew slack: 0.922
- Post-route insts no fill: 109
- Drt pass-1 iters: 2
- Chip height: 80 um
- Die Width: 80 um
- Cell Type Count: 6
- Initial DRC Count: 9
- Syn Inst Count: 48
- Peak Freq: 0.187 GHz
- FP Core Util: 0.116
- Post-CTS Hold Buffers: 0
- RSZ-0062 raised after global routing: yes
- Fin crit share: 1.05
- Vias in the first global route: around 380
- Grt met1 use: 0.0401
- Tool warnings: 35
- Status: finished with violations
- Layout cells sized above 1: 0.444
- Post-route setup TNS: -0.321 ns
- Avg Synthesized Cell Area: 8.29 um2
- WL final: 875 um
- Maximum VDD drop: 0.0000136 V
- Antenna-violating nets left: 0
- Final WS setup: -0.240 ns
- DP Cell Count: 109
- Met2 Use GR: 0.0618
- WS Path Type: in2out
- Routability cong.: around 0.73
- Initial antenna violation count: 0
- GR peak layer: met2
- CP Max Fanout: 2
- Synthesized area: just under 400 um2
- Yosys stat chip area: about 400 um2
- Final setup violation count: 2
- P_leak: 0.297 nW
- WHS: 2.78 ns
- Setup crit start: factor1[0]
- Final slew viol count: 0
- Flops: 0
-- area by class of cell --
cell class / count / area (um2)
multi-input cells: 28 / 325
repair buffers: 23 / 200
well taps: 46 / 57.6
inverters: 12 / 45.0
fillers: 380 / 2790
-- metrics by stage --
step                utilization  total power [W]  cell area (um2)
floorplan                     -        0.0000381              403
global placement          0.179        0.0000643              613
detailed placement        0.179        0.0000640              613
CTS                       0.183        0.0000611              626
global route              0.184        0.0000714              628
finish                    0.184        0.0000593              628
-- synthesized netlist by cell type, drive strengths merged --
cell / count / area (um2)
buf: 8 / 60.1
ha: 4 / 50.1
inv: 12 / 45.0
nand2: 7 / 26.3
fa: 8 / 160
and2: 9 / 56.3
-- logic make-up (layout without fill, tap and decap cells) --
family        count (synthesis)  after routing  synth area share
buf+inv                      20             35             0.264
fa+ha+maj                    12             12             0.528
simple gates                 16             16             0.208
-- cells in the final DEF (no fill, tap or decap), drive strengths merged --
cell type / synthesis / routed
dlygate4sd2: 0 / 2
clkdlybuf4s50: 0 / 7
ha: 4 / 4
inv: 12 / 12
nand2: 7 / 7
and2: 9 / 9
fa: 8 / 8
buf: 8 / 14
-- where the power goes --
group          internal, W  switching (W)
clock                    0              0
sequential               0              0
combinational    0.0000368      0.0000224
total            0.0000368      0.0000224
-- routing by layer --
layer,share of wire,up-vias
li1,-,158
met1,0.42,145
met2,0.54,7
met3,0.037,0
met4,0,0
met5,0,-
-- timing repair --
action                                  4_1_cts  5_1_grt
endpoints found under the setup margin        4        3
pin swaps                                    11        9
gates resized                                41        3
buffers inserted                              0        0
hold endpoints to repair                      0        0
-- worst paths after layout --
path                endpoint  depth (start not counted)
setup / recovery  product[6]                         15
hold / removal    product[4]                          5
-- critical path, cell delays in order --
cell and delay (ns):
buf_6 0.07, and2_4 0.14, ha_4 0.12, inv_2 0.03, fa_2 0.33, fa_1 0.48
fa_2 0.35, fa_2 0.53, inv_2 0.04, fa_2 0.34, inv_2 0.06, fa_2 0.18
inv_2 0.03, fa_2 0.50, buf_2 0.09
Power is estimated from default activity; no workload was simulated.
